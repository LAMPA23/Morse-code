[flow/design.v]
module receiver (
    i_clk,
    i_rst,
    i_data_morse,
    o_the_end
);
    input i_clk, i_rst, i_data_morse;
    output reg o_the_end;
    reg [7:0] mem[64:0];
    reg [31:0] data_morse;
    reg [7:0] adr = 0;
    reg end_sign;
    assign end_sign = ~|data_morse[1:0];
    always @(posedge i_clk) begin
        data_morse = {data_morse[30:0], i_data_morse}; 
        if(i_rst) begin
            adr = 0;
            o_the_end = 0;
            data_morse = 'b xxxx_xxxx_xxxx_xxxx_xxxx_xxxx_xxxx_xxx0;    
        end else if(end_sign) begin
            case (data_morse)
                'b xxxx_xxxx_xxxx_xxxx_xxxx_xxxx_0x11_1000: mem[adr] = 'h 54; 
                'b xxxx_xxxx_xxxx_xxxx_xxxx_x010_1011_1000: mem[adr] = 'h 55; 
                'b xxxx_xxxx_xxxx_xxxx_xxxx_xxx0_1010_1000: mem[adr] = 'h 53; 
                'b xxxx_xxxx_xxxx_xxxx_xxxx_xxx0_1011_1000: mem[adr] = 'h 41; 
                'b xxxx_xxxx_xxxx_xxxx_xxx0_1110_1011_1000: mem[adr] = 'h 4B; 
                'b xxxx_xxxx_xxxx_xxxx_xxxx_xxxx_xxxx_0000: mem[adr] = 'h 20; 
                'b xxxx_xxxx_xxxx_xxxx_xxxx_x011_1010_1000: mem[adr] = 'h 44; 
                'b xxxx_xxxx_xxx0_1110_1110_1110_1110_1000: mem[adr] = 'h 39; 
                'b xxxx_xxxx_xxx0_1011_1011_1011_1011_1000: begin 
                     mem[adr] = 'h 31; 
                    o_the_end = 1;
                end
            endcase
            adr = adr + 1;
            data_morse = 'hx;
        end  
    end
endmodule
[flow/run.sh]
#!/bin/bash
# OpenROAD 26Q1-2900-gdf79404cd8, Yosys 0.63+post, stock flow scripts
make -C /OpenROAD-flow-scripts/flow DESIGN_CONFIG=/design/flow/config.mk WORK_HOME=/design/flow/orfs finish
[flow/config.mk]
export PLATFORM = sky130hd
export DESIGN_NAME = receiver
export DESIGN_NICKNAME = receiver
export VERILOG_FILES = /design/flow/design.v
export SDC_FILE = /design/flow/constraint.sdc
export NUM_CORES = 4
export LEC_CHECK = 1
export CORE_AREA = 10 10 71 71
export DIE_AREA = 0 0 81 81
[flow/constraint.sdc]
current_design receiver

set clk_period 1.9
set clk_io_pct 0.2

create_clock -name clk0 -period $clk_period [get_ports {i_clk}]

set non_clock_inputs [all_inputs -no_clocks]
set_input_delay [expr $clk_period * $clk_io_pct] -clock clk0 $non_clock_inputs
set_output_delay [expr $clk_period * $clk_io_pct] -clock clk0 [all_outputs]
==> flow_metrics.py <==
# Generated from Yosys and OpenROAD reports
metrics = {
    "synthesis": {
        "syn_inst": 53,
        "synth_stat.cells": 53,
        "synth_flops": 21,
        "logic_family": "simple AND/OR/NAND/NOR gates",
        "top_area_share_pct": 65.2,
        "ys_types": 12,
        "synth_warnings": 2,
        "yosys.area_share.simple_pct": 29.1,
        "mux_share_pct": 0,
        "topCellsByArea": "dfxtp_1 (65%), nor2b_1 (17%), and4bb_1 (3.9%)",
        "synth_area_um2": 644,
        "yosysSeqAreaShare_pct": 65.2,
        "synth_area_per_cell_um2": 12.2,
        "ys_area_um2": 644,
        "yosysTopAreaCell": "dfxtp_1",
        "xor_share_pct": 0,
        "synth_adder_area_share_pct": 0,
        "compound_area_share_pct": 3.30,
    },
    "global_routing": {
        "grt_pass1_vias": 371,
        "grt_pass1_wl_um": 1760,
        "grtUsageTotal_pct": 3.40,
        "grt_overflow": 0,
        "grt_max_degree": 21,
        "antenna_found_initial": 0,
    },
    "pwr": {
        "powerDensity_nw_per_um2": 945,
        "total_leakage_power_nw": 0.280,
        "ir_drop_v": 0.000231,
    },
    "setup_path": {
        "max_stage_delay_ns": 0.47,
        "reg2reg_depth": 3,
        "path_depth": 1,
        "cp-start-kind": "flip-flop",
        "critPathSlowestCell": "clkdlybuf4s50_1",
        "crit_type": "reg -> out",
        "cp-end-kind": "output port",
        "cp_top_family": "buffers and inverters",
        "critical_path.cell_chain": "clkdlybuf4s50_1",
        "crit_buf_inv": 1,
        "critPathArrivalTime_ns": 1.07,
        "critPathRequiredTime_ns": 1.52,
        "worstPathMaxFanout": 2,
    },
    "route": {
        "wirelength_um": 953,
        "drtAntennaViolNets": 0,
        "drc": 0,
        "routedWlPerCell_um": 8.91,
        "first_pass_iters": 2,
        "detail_route.iter0.violations": 19,
        "vias": 352,
        "antenna_cells_inserted": 0,
        "vias_per_cell": 3.29,
    },
    "clock_tree": {
        "htreeDepth": 1,
        "clk_path_buf_depth": 2,
        "clk_pin_slew_ns": 0.07,
        "cts_tree": "built",
        "root_buffer": "clkbuf_8",
        "ctsHoldBuffers": 0,
        "cts_resized": 0,
        "post-cts-setup-buffer-count": 0,
        "clock-sinks": 21,
        "cts_inserted_buffers": 3,
        "clk_latency_ns": 0.25,
    },
    "placement": {
        "dp_cells": 103,
        "dpl.hpwl_um": 665,
        "gp_congestion": 0.758,
        "port_buffers": 3,
    },
    "finish": {
        "layout.cells.most_common": "dfxtp_1",
        "syn_to_final_growth_pct": 21.2,
        "final_cells": 107,
        "drive_gt1_share_pct": 13.6,
        "lay_top_cells": "dfxtp_1 (21), nor2b_1 (18), clkbuf_8 (3), clkdlybuf4s50_1 (3)",
    },
    "timing": {
        "slew_violations": 0,
        "worstMarginPinSlew_ns": 0.216,
        "rsz0062_at_grt": "false",
        "clock-skew-final_ns": 0.00372,
        "fmax_mhz": 689,
        "finalClockPeriodUsage_pct": 76.4,
        "fin_crit_ns": 1.45,
        "setup_violations": 0,
        "final-hold-violation-count": 0,
        "slew_headroom_pct": 85.4,
        "tns_ns": 0,
    },
    "floorplanning": {
        "die_w_um": 81,
        "die_y_um": 81,
        "initial_core_util_pct": 17.7,
        "dieArea_um2": 6560,
        "fp.coreArea_um2": 3630,
        "ios": 4,
        "fp-row-count": 22,
    },
    "flow_run": {
        "warnings": 25,
        "timing.max_cap.violations": 0,
    },
    "worst_hold_path": {
        "min_path_cells": 2,
        "hp-class": "reg -> reg",
    },
    "outcome": {
        "status": "finished clean",
    },
}
[area by class of cell]
type | instances | area, um2
well taps | 48 | 60.1
clock inverters | 1 | 5.00
flip-flops and latches | 21 | 420
fillers | 398 | 2850
repair buffers | 4 | 37.5
multi-input cells | 28 | 209
clock buffers | 3 | 41.3
inverters | 2 | 7.51
[cell families after synthesis]
group                  count (synthesis)
flip-flops                            21
AND/OR/NAND/NOR                       26
AND-OR/OR-AND                          2
buffers and inverters                  4
[stage by stage]
stage / cell area [um2] / utilization (%) / power [W] / setup WS [ns] / hold slack (ns)
2_1_floorplan: 644 / - / 0.000463 / 0.885 / 0.415
3_3_place_gp: 734 / 20.2 / 0.000471 / 0.414 / 0.441
3_5_place_dp: 734 / 20.2 / 0.000471 / 0.380 / 0.440
4_1_cts: 781 / 21.5 / 0.000746 / 0.416 / 0.454
5_1_grt: 781 / 21.5 / 0.000773 / 0.388 / 0.487
6_report: 781 / 21.5 / 0.000738 / 0.449 / 0.466
[Yosys cell counts]
| library cell | instances |
|---|---|
| and4b_1 | 1 |
| and4bb_1 | 2 |
| clkbuf_1 | 2 |
| dfxtp_1 | 21 |
| inv_1 | 2 |
| nand4_1 | 2 |
| nor2_1 | 1 |
| nor2b_1 | 18 |
| nor2b_2 | 1 |
| nor4b_2 | 1 |
| o21ai_0 | 1 |
| o32ai_2 | 1 |
[flip-flops by register name (all words and copies together) (netlist names)]
signal	count
data_morse	20
o_the_end	1
[worst paths after layout]
check,to,slack [ns],start
worst max-delay path,o_the_end,0.45,o_the_end
worst min-delay path,data_morse[9],0.47,data_morse[8]
worst max register to register,o_the_end,0.86,data_morse[0]
worst min register to register,data_morse[9],0.47,data_morse[8]
[metal layers]
layer	global-route usage, %	wire length (um)	up-vias
li1	-	-	182
met1	4.37	511	165
met2	4.70	378	3
met3	2.23	49	2
met4	0.692	14	0
met5	0	0	-
[power breakdown]
group	internal, W	switching, W
clock network	0.000146	0.000132
registers	0.000443	0.00000172
logic	0.00000758	0.00000804
Power and IR drop assume default switching activity.
